==> design.v <==
module pending_check(
	input		clk,
	input		reset,
	input		instr_is_load,
	input [4:0] decode_dest_sel_next,
	input [4:0]	decode_rs1_sel,
	input		decode_rs1_sel_valid,
	input [4:0]	decode_rs2_sel,
	input		decode_rs2_sel_valid,
	output reg	src1_is_pending,
	output reg	src2_is_pending,
	input [4:0]	dcache_ack_rd,  
	input		dcache_ack_valid
);
reg	[31:0]	rf_pending;
reg	[31:0]	rf_pending_shadow;
reg	[31:0]	rf_pending_shadow_next0;
reg	[31:0]	rf_pending_shadow_next1;
reg	[1:0]	rf_pending_ckeck_src1;
reg	[1:0]	rf_pending_ckeck_src2;
always@(*)begin
	if(dcache_ack_valid)
		begin
			case(dcache_ack_rd)
				5'd0:	rf_pending_shadow_next0	=	{rf_pending_shadow[31:1],1'b0};
				5'd1:	rf_pending_shadow_next0	=	{rf_pending_shadow[31:2],1'b0,rf_pending_shadow[0]};
				5'd2:	rf_pending_shadow_next0	=	{rf_pending_shadow[31:3],1'b0,rf_pending_shadow[1:0]};
				5'd3:	rf_pending_shadow_next0	=	{rf_pending_shadow[31:4],1'b0,rf_pending_shadow[2:0]};
				5'd4:	rf_pending_shadow_next0	=	{rf_pending_shadow[31:5],1'b0,rf_pending_shadow[3:0]};
				5'd5:	rf_pending_shadow_next0	=	{rf_pending_shadow[31:6],1'b0,rf_pending_shadow[4:0]};
				5'd6:	rf_pending_shadow_next0	=	{rf_pending_shadow[31:7],1'b0,rf_pending_shadow[5:0]};
				5'd7:	rf_pending_shadow_next0	=	{rf_pending_shadow[31:8],1'b0,rf_pending_shadow[6:0]};
				5'd8:	rf_pending_shadow_next0	=	{rf_pending_shadow[31:9],1'b0,rf_pending_shadow[7:0]};
				5'd9:	rf_pending_shadow_next0	=	{rf_pending_shadow[31:10],1'b0,rf_pending_shadow[8:0]};
				5'd10:	rf_pending_shadow_next0	=	{rf_pending_shadow[31:11],1'b0,rf_pending_shadow[9:0]};
				5'd11:	rf_pending_shadow_next0	=	{rf_pending_shadow[31:12],1'b0,rf_pending_shadow[10:0]};
				5'd12:	rf_pending_shadow_next0	=	{rf_pending_shadow[31:13],1'b0,rf_pending_shadow[11:0]};
				5'd13:	rf_pending_shadow_next0	=	{rf_pending_shadow[31:14],1'b0,rf_pending_shadow[12:0]};
				5'd14:	rf_pending_shadow_next0	=	{rf_pending_shadow[31:15],1'b0,rf_pending_shadow[13:0]};
				5'd15:	rf_pending_shadow_next0	=	{rf_pending_shadow[31:16],1'b0,rf_pending_shadow[14:0]};
				5'd16:	rf_pending_shadow_next0	=	{rf_pending_shadow[31:17],1'b0,rf_pending_shadow[15:0]};
				5'd17:	rf_pending_shadow_next0	=	{rf_pending_shadow[31:18],1'b0,rf_pending_shadow[16:0]};
				5'd18:	rf_pending_shadow_next0	=	{rf_pending_shadow[31:19],1'b0,rf_pending_shadow[17:0]};
				5'd19:	rf_pending_shadow_next0	=	{rf_pending_shadow[31:20],1'b0,rf_pending_shadow[18:0]};
				5'd20:  rf_pending_shadow_next0	=	{rf_pending_shadow[31:21],1'b0,rf_pending_shadow[19:0]};
				5'd21:  rf_pending_shadow_next0	=	{rf_pending_shadow[31:22],1'b0,rf_pending_shadow[20:0]};
				5'd22:  rf_pending_shadow_next0	=	{rf_pending_shadow[31:23],1'b0,rf_pending_shadow[21:0]};
				5'd23:  rf_pending_shadow_next0	=	{rf_pending_shadow[31:24],1'b0,rf_pending_shadow[22:0]};
				5'd24:  rf_pending_shadow_next0	=	{rf_pending_shadow[31:25],1'b0,rf_pending_shadow[23:0]};
				5'd25:  rf_pending_shadow_next0	=	{rf_pending_shadow[31:26],1'b0,rf_pending_shadow[24:0]};
				5'd26:  rf_pending_shadow_next0	=	{rf_pending_shadow[31:27],1'b0,rf_pending_shadow[25:0]};
				5'd27:  rf_pending_shadow_next0	=	{rf_pending_shadow[31:28],1'b0,rf_pending_shadow[26:0]};
				5'd28:  rf_pending_shadow_next0	=	{rf_pending_shadow[31:29],1'b0,rf_pending_shadow[27:0]};
				5'd29:  rf_pending_shadow_next0	=	{rf_pending_shadow[31:30],1'b0,rf_pending_shadow[28:0]};
				5'd30:  rf_pending_shadow_next0	=	{rf_pending_shadow[31],1'b0,rf_pending_shadow[29:0]};
				5'd31:	rf_pending_shadow_next0	=	{1'b0,rf_pending_shadow[30:0]};	
			endcase	
		end
	else
		begin
			rf_pending_shadow_next0	=	rf_pending_shadow;
		end
end
always@(*)begin
	if(instr_is_load)
		begin
			case(decode_dest_sel_next)
				5'd0:	rf_pending_shadow_next1	=	{rf_pending_shadow_next0[31:1],1'b1};
				5'd1:	rf_pending_shadow_next1	=	{rf_pending_shadow_next0[31:2],1'b1, rf_pending_shadow_next0[0]};
				5'd2:	rf_pending_shadow_next1	=	{rf_pending_shadow_next0[31:3],1'b1, rf_pending_shadow_next0[1:0]};
				5'd3:	rf_pending_shadow_next1	=	{rf_pending_shadow_next0[31:4],1'b1, rf_pending_shadow_next0[2:0]};
				5'd4:	rf_pending_shadow_next1	=	{rf_pending_shadow_next0[31:5],1'b1, rf_pending_shadow_next0[3:0]};
				5'd5:	rf_pending_shadow_next1	=	{rf_pending_shadow_next0[31:6],1'b1, rf_pending_shadow_next0[4:0]};
				5'd6:	rf_pending_shadow_next1	=	{rf_pending_shadow_next0[31:7],1'b1, rf_pending_shadow_next0[5:0]};
				5'd7:	rf_pending_shadow_next1	=	{rf_pending_shadow_next0[31:8],1'b1, rf_pending_shadow_next0[6:0]};
				5'd8:	rf_pending_shadow_next1	=	{rf_pending_shadow_next0[31:9],1'b1, rf_pending_shadow_next0[7:0]};
				5'd9:	rf_pending_shadow_next1	=	{rf_pending_shadow_next0[31:10],1'b1,rf_pending_shadow_next0[8:0]};
				5'd10:	rf_pending_shadow_next1	=	{rf_pending_shadow_next0[31:11],1'b1,rf_pending_shadow_next0[9:0]};
				5'd11:	rf_pending_shadow_next1	=	{rf_pending_shadow_next0[31:12],1'b1,rf_pending_shadow_next0[10:0]};
				5'd12:	rf_pending_shadow_next1	=	{rf_pending_shadow_next0[31:13],1'b1,rf_pending_shadow_next0[11:0]};
				5'd13:	rf_pending_shadow_next1	=	{rf_pending_shadow_next0[31:14],1'b1,rf_pending_shadow_next0[12:0]};
				5'd14:	rf_pending_shadow_next1	=	{rf_pending_shadow_next0[31:15],1'b1,rf_pending_shadow_next0[13:0]};
				5'd15:	rf_pending_shadow_next1	=	{rf_pending_shadow_next0[31:16],1'b1,rf_pending_shadow_next0[14:0]};
				5'd16:	rf_pending_shadow_next1	=	{rf_pending_shadow_next0[31:17],1'b1,rf_pending_shadow_next0[15:0]};
				5'd17:	rf_pending_shadow_next1	=	{rf_pending_shadow_next0[31:18],1'b1,rf_pending_shadow_next0[16:0]};
				5'd18:	rf_pending_shadow_next1	=	{rf_pending_shadow_next0[31:19],1'b1,rf_pending_shadow_next0[17:0]};
				5'd19:	rf_pending_shadow_next1	=	{rf_pending_shadow_next0[31:20],1'b1,rf_pending_shadow_next0[18:0]};
				5'd20:  rf_pending_shadow_next1	=	{rf_pending_shadow_next0[31:21],1'b1,rf_pending_shadow_next0[19:0]};
				5'd21:  rf_pending_shadow_next1	=	{rf_pending_shadow_next0[31:22],1'b1,rf_pending_shadow_next0[20:0]};
				5'd22:  rf_pending_shadow_next1	=	{rf_pending_shadow_next0[31:23],1'b1,rf_pending_shadow_next0[21:0]};
				5'd23:  rf_pending_shadow_next1	=	{rf_pending_shadow_next0[31:24],1'b1,rf_pending_shadow_next0[22:0]};
				5'd24:  rf_pending_shadow_next1	=	{rf_pending_shadow_next0[31:25],1'b1,rf_pending_shadow_next0[23:0]};
				5'd25:  rf_pending_shadow_next1	=	{rf_pending_shadow_next0[31:26],1'b1,rf_pending_shadow_next0[24:0]};
				5'd26:  rf_pending_shadow_next1	=	{rf_pending_shadow_next0[31:27],1'b1,rf_pending_shadow_next0[25:0]};
				5'd27:  rf_pending_shadow_next1	=	{rf_pending_shadow_next0[31:28],1'b1,rf_pending_shadow_next0[26:0]};
				5'd28:  rf_pending_shadow_next1	=	{rf_pending_shadow_next0[31:29],1'b1,rf_pending_shadow_next0[27:0]};
				5'd29:  rf_pending_shadow_next1	=	{rf_pending_shadow_next0[31:30],1'b1,rf_pending_shadow_next0[28:0]};
				5'd30:  rf_pending_shadow_next1	=	{rf_pending_shadow_next0[31],1'b1,rf_pending_shadow_next0[29:0]};
				5'd31:	rf_pending_shadow_next1	=	{1'b1,rf_pending_shadow_next0[30:0]};	
			endcase	
		end
	else
		begin
			rf_pending_shadow_next1	=	rf_pending_shadow_next0;
		end
end
always@(posedge clk)begin
	if(reset)
		begin
			rf_pending_shadow	<=	32'b0;
		end
	else
		begin
			rf_pending_shadow	<=	rf_pending_shadow_next1;
		end
end
always@(posedge clk)begin
	if(reset)
		begin
			rf_pending			<=	32'b0;
		end
	else
		begin
			rf_pending			<=	rf_pending_shadow;
		end
end
always@(*)begin
	case(decode_rs1_sel)
	5'd0:	rf_pending_ckeck_src1	=	 {rf_pending[0], rf_pending_shadow[0]};
	5'd1:	rf_pending_ckeck_src1	=	 {rf_pending[1], rf_pending_shadow[1]};
	5'd2:	rf_pending_ckeck_src1   =    {rf_pending[2], rf_pending_shadow[2]};
	5'd3:   rf_pending_ckeck_src1   =    {rf_pending[3], rf_pending_shadow[3]};
	5'd4:   rf_pending_ckeck_src1   =    {rf_pending[4], rf_pending_shadow[4]};
	5'd5:   rf_pending_ckeck_src1   =    {rf_pending[5], rf_pending_shadow[5]};
	5'd6:   rf_pending_ckeck_src1   =    {rf_pending[6], rf_pending_shadow[6]};
	5'd7:   rf_pending_ckeck_src1   =    {rf_pending[7], rf_pending_shadow[7]};
    5'd8:   rf_pending_ckeck_src1   =    {rf_pending[8], rf_pending_shadow[8]};
    5'd9:   rf_pending_ckeck_src1   =    {rf_pending[9], rf_pending_shadow[9]};
    5'd10:  rf_pending_ckeck_src1   =    {rf_pending[10],rf_pending_shadow[10]};
    5'd11:  rf_pending_ckeck_src1   =    {rf_pending[11],rf_pending_shadow[11]};
    5'd12:  rf_pending_ckeck_src1   =    {rf_pending[12],rf_pending_shadow[12]};
    5'd13:  rf_pending_ckeck_src1   =    {rf_pending[13],rf_pending_shadow[13]};
    5'd14:  rf_pending_ckeck_src1   =    {rf_pending[14],rf_pending_shadow[14]};
    5'd15:  rf_pending_ckeck_src1   =    {rf_pending[15],rf_pending_shadow[15]};
    5'd16:  rf_pending_ckeck_src1   =    {rf_pending[16],rf_pending_shadow[16]};
    5'd17:  rf_pending_ckeck_src1   =    {rf_pending[17],rf_pending_shadow[17]};
    5'd18:  rf_pending_ckeck_src1   =    {rf_pending[18],rf_pending_shadow[18]};
    5'd19:  rf_pending_ckeck_src1   =    {rf_pending[19],rf_pending_shadow[19]};
    5'd20:  rf_pending_ckeck_src1   =    {rf_pending[20],rf_pending_shadow[20]};
    5'd21:  rf_pending_ckeck_src1   =    {rf_pending[21],rf_pending_shadow[21]};
    5'd22:  rf_pending_ckeck_src1   =    {rf_pending[22],rf_pending_shadow[22]};
    5'd23:  rf_pending_ckeck_src1   =    {rf_pending[23],rf_pending_shadow[23]};
    5'd24:  rf_pending_ckeck_src1   =    {rf_pending[24],rf_pending_shadow[24]};
    5'd25:  rf_pending_ckeck_src1   =    {rf_pending[25],rf_pending_shadow[25]};
    5'd26:  rf_pending_ckeck_src1   =    {rf_pending[26],rf_pending_shadow[26]};
    5'd27:  rf_pending_ckeck_src1   =    {rf_pending[27],rf_pending_shadow[27]};
    5'd28:  rf_pending_ckeck_src1   =    {rf_pending[28],rf_pending_shadow[28]};
    5'd29:  rf_pending_ckeck_src1   =    {rf_pending[29],rf_pending_shadow[29]};
	5'd30:  rf_pending_ckeck_src1   =    {rf_pending[30],rf_pending_shadow[30]};
    5'd31:  rf_pending_ckeck_src1   =    {rf_pending[31],rf_pending_shadow[31]};
	endcase
end
always@(*)begin
	case(decode_rs2_sel)
	5'd0:	rf_pending_ckeck_src2	=	 {rf_pending[0], rf_pending_shadow[0]};
	5'd1:	rf_pending_ckeck_src2	=	 {rf_pending[1], rf_pending_shadow[1]};
	5'd2:	rf_pending_ckeck_src2   =    {rf_pending[2], rf_pending_shadow[2]};
	5'd3:   rf_pending_ckeck_src2   =    {rf_pending[3], rf_pending_shadow[3]};
	5'd4:   rf_pending_ckeck_src2   =    {rf_pending[4], rf_pending_shadow[4]};
	5'd5:   rf_pending_ckeck_src2   =    {rf_pending[5], rf_pending_shadow[5]};
	5'd6:   rf_pending_ckeck_src2   =    {rf_pending[6], rf_pending_shadow[6]};
	5'd7:   rf_pending_ckeck_src2   =    {rf_pending[7], rf_pending_shadow[7]};
    5'd8:   rf_pending_ckeck_src2   =    {rf_pending[8], rf_pending_shadow[8]};
    5'd9:   rf_pending_ckeck_src2   =    {rf_pending[9], rf_pending_shadow[9]};
    5'd10:  rf_pending_ckeck_src2   =    {rf_pending[10],rf_pending_shadow[10]};
    5'd11:  rf_pending_ckeck_src2   =    {rf_pending[11],rf_pending_shadow[11]};
    5'd12:  rf_pending_ckeck_src2   =    {rf_pending[12],rf_pending_shadow[12]};
    5'd13:  rf_pending_ckeck_src2   =    {rf_pending[13],rf_pending_shadow[13]};
    5'd14:  rf_pending_ckeck_src2   =    {rf_pending[14],rf_pending_shadow[14]};
    5'd15:  rf_pending_ckeck_src2   =    {rf_pending[15],rf_pending_shadow[15]};
    5'd16:  rf_pending_ckeck_src2   =    {rf_pending[16],rf_pending_shadow[16]};
    5'd17:  rf_pending_ckeck_src2   =    {rf_pending[17],rf_pending_shadow[17]};
    5'd18:  rf_pending_ckeck_src2   =    {rf_pending[18],rf_pending_shadow[18]};
    5'd19:  rf_pending_ckeck_src2   =    {rf_pending[19],rf_pending_shadow[19]};
    5'd20:  rf_pending_ckeck_src2   =    {rf_pending[20],rf_pending_shadow[20]};
    5'd21:  rf_pending_ckeck_src2   =    {rf_pending[21],rf_pending_shadow[21]};
    5'd22:  rf_pending_ckeck_src2   =    {rf_pending[22],rf_pending_shadow[22]};
    5'd23:  rf_pending_ckeck_src2   =    {rf_pending[23],rf_pending_shadow[23]};
    5'd24:  rf_pending_ckeck_src2   =    {rf_pending[24],rf_pending_shadow[24]};
    5'd25:  rf_pending_ckeck_src2   =    {rf_pending[25],rf_pending_shadow[25]};
    5'd26:  rf_pending_ckeck_src2   =    {rf_pending[26],rf_pending_shadow[26]};
    5'd27:  rf_pending_ckeck_src2   =    {rf_pending[27],rf_pending_shadow[27]};
    5'd28:  rf_pending_ckeck_src2   =    {rf_pending[28],rf_pending_shadow[28]};
    5'd29:  rf_pending_ckeck_src2   =    {rf_pending[29],rf_pending_shadow[29]};
	5'd30:  rf_pending_ckeck_src2   =    {rf_pending[30],rf_pending_shadow[30]};
    5'd31:  rf_pending_ckeck_src2   =    {rf_pending[31],rf_pending_shadow[31]};
	endcase
end
always@(*)begin
	if(decode_rs1_sel_valid)
		begin
			case(rf_pending_ckeck_src1)
			2'b00:	 src1_is_pending		= 1'b0;
			2'b01:	 src1_is_pending		= 1'b1;
			2'b10:	 src1_is_pending		= 1'b0;
			2'b11:	 src1_is_pending		= 1'b1;
			endcase
		end
	else
		begin
			src1_is_pending	= 1'b0;
		end
end
always@(*)begin
	if(decode_rs2_sel_valid)
		begin
			case(rf_pending_ckeck_src2)
			2'b00:	 src2_is_pending	= 1'b0;
			2'b01:	 src2_is_pending	= 1'b1;
			2'b10:	 src2_is_pending	= 1'b0;
			2'b11:	 src2_is_pending	= 1'b1;
			endcase
		end
	else
		begin
			src2_is_pending	= 1'b0;
		end
end
endmodule
==> run.sh <==
#!/bin/bash
# OpenROAD 26Q1-2900-gdf79404cd8, Yosys 0.63+post, stock flow scripts
make -C /OpenROAD-flow-scripts/flow DESIGN_CONFIG=/design/flow/config.mk WORK_HOME=/design/flow/orfs finish
==> config.mk <==
export PLATFORM = sky130hd
export DESIGN_NAME = pending_check
export DESIGN_NICKNAME = pending_check
export VERILOG_FILES = /design/flow/design.v
export SDC_FILE = /design/flow/constraint.sdc
export NUM_CORES = 4
export LEC_CHECK = 1
export CORE_UTILIZATION = 40
==> constraint.sdc <==
current_design pending_check

set clk_period 2.0
set clk_io_pct 0.2

create_clock -name clk0 -period $clk_period [get_ports {clk}]

set non_clock_inputs [all_inputs -no_clocks]
set_input_delay [expr $clk_period * $clk_io_pct] -clock clk0 $non_clock_inputs
set_output_delay [expr $clk_period * $clk_io_pct] -clock clk0 [all_outputs]
==> flow_metrics.py <==
# Metrics from the implementation run
metrics = {
    "layout": {
        "nFillCells": 485,
        "final_cell_mix": "buf_4 (43), nand2_1 (41), o21ai_0 (32), a21oi_1 (31), dfxtp_1 (30)",
        "layout.cells.most_common": "buf_4",
        "largest_register_ffs": 32,
        "drive_gt1_share_pct": 27.5,
        "regArea_um2": 643,
        "largest_register": "rf_pending_shadow",
        "utilization_pct": 58.2,
        "area_growth_pct": 39.7,
        "biggestRegsByFlops": "rf_pending_shadow: 32 flops",
        "multiInputGateArea_um2": 1470,
    },
    "cts": {
        "cts-root-buf": "clkbuf_8",
        "ctsHoldBuffers": 0,
        "htreeDepth": 2,
        "clkTransAtPathRegs_ns": 0.06,
        "clk_latency_ns": 0.27,
        "clockBufferDepth": 2,
        "cts_tree": "yes",
        "cts.sinks": 32,
        "numCtsBuffers": 5,
    },
    "sta": {
        "period_needed_ns": 2.03,
        "setup_ws_ns": -0.0349,
        "hold_viol_final": 0,
        "rsz0062_at_grt": "true",
        "setup_viol": 2,
        "relSlewSlack_pct": 70.9,
        "skew_ns": 0,
        "max_slew.worst_pin.slew_ns": 0.437,
        "drv_slew": 0,
        "min_period_over_period_pct": 102,
        "fin_tns_setup_ns": -0.0628,
        "max_freq_mhz": 491,
    },
    "synth": {
        "synth_seq_share_pct": 30.1,
        "ys_warn_count": 1,
        "syn_inst": 287,
        "synth_flop_count": 32,
        "syn-mean-instance-area_um2": 7.41,
        "syn_area_um2": 2130,
        "ys_cells": 287,
        "edf_count": 0,
        "yosysChipArea_um2": 2130,
        "ys.flop_type": "dfxtp_1",
        "yosys.cell_types.count": 50,
        "async_flop_share_pct": 0,
    },
    "placed_design": {
        "post-dp-hpwl_um": 5310,
        "io_buffer_count": 27,
        "place.gp.congestion": 0.971,
    },
    "route": {
        "n_antenna_cell": 0,
        "via_per_inst": 5.79,
        "drc_errors": 0,
        "wirelength_um": 7170,
        "drtIter0Drc": 178,
        "routedWlPerCell_um": 16.8,
        "vias": 2465,
        "dr.pass1.iters": 5,
        "ant_nets": 0,
    },
    "worst_hold_path": {
        "hp-class": "flop to flop",
    },
    "power_and_ir_drop": {
        "p_leak_nw": 1.06,
        "ir_worst_vdd_uv": 344,
        "power_density_nw_per_um2": 476,
    },
    "worst_setup_path": {
        "path_max_fanout": 2,
        "endpoint_kind": "primary output",
        "cp_cell_sequence": "mux4_2, a211o_1, nor3_2, a211oi_1, buf_2",
        "crit_path_start_kind": "flop",
        "path_class": "flop to primary output",
        "cp.required_ns": 1.60,
        "cp.arrival_ns": 1.63,
        "slowest_delay_ns": 0.47,
        "critPathSlowestCell": "mux4_2",
    },
    "global_route": {
        "grt_max_degree": 33,
        "grt_pass1_wl_um": 11200,
        "grtUsageTotal_pct": 27.9,
        "use_met1_pct": 40.6,
        "grtUsageMet2_pct": 42.3,
        "grt_pass1_vias": 2226,
        "overflow": 0,
        "antenna_found_initial": 0,
        "use_met3_pct": 3.93,
        "grt.busiest_layer": "met2",
    },
    "floorplan": {
        "fp_util_pct": 41.6,
        "die_w_um": 74.9,
        "io_pins": 28,
        "dieArea_um2": 5610,
        "core_um2": 5110,
        "die_y_um": 74.9,
        "std_cell_rows": 26,
    },
    "run_status": {
        "status": "complete, but fails checks",
        "failed_checks": "negative setup slack",
    },
    "run": {
        "cap_violations": 0,
        "warnings": 27,
    },
}
==> cells in the mapped netlist, drive strengths merged (2+ instances only) <==
library cell / number / area (um^2)
a21oi: 31 / 155
nor2: 17 / 78.8
dfxtp: 32 / 641
a221oi: 2 / 17.5
and4b: 2 / 20.0
nor3: 4 / 25.0
o31ai: 2 / 15.0
o21ai: 37 / 185
nand2b: 13 / 81.3
nand3: 10 / 50.1
o2bb2ai: 2 / 17.5
a31oi: 6 / 37.5
a311oi: 3 / 26.3
a211oi: 2 / 15.0
nor3b: 5 / 37.5
nor2b: 10 / 62.6
nand4: 2 / 12.5
nand2: 42 / 158
mux2i: 10 / 100
nor4bb: 2 / 20.0
and2: 2 / 12.5
nor4: 4 / 25.0
o22ai: 3 / 18.8
clkbuf: 7 / 27.5
a22oi: 6 / 45.0
buf: 10 / 76.3
a22o: 2 / 17.5
inv: 5 / 18.8
==> per-layer routing <==
layer,wire length (um),vias up
met4,340,0
met2,3240,113
met1,3170,1129
met5,0,-
li1,-,1190
met3,424,33
==> final timing paths <==
kind / from / end / slack, ns / depth (start not counted)
setup / recovery: rf_pending_shadow[27]$_SDFF_PP0_ / src1_is_pending / -0.03 / 5
hold reg to reg: rf_pending_shadow[22]$_SDFF_PP0_ / rf_pending_shadow[22]$_SDFF_PP0_ / 0.52 / 2
setup reg to reg: rf_pending_shadow[10]$_SDFF_PP0_ / rf_pending_shadow[10]$_SDFF_PP0_ / 1.17 / 4
hold / removal: rf_pending_shadow[22]$_SDFF_PP0_ / rf_pending_shadow[22]$_SDFF_PP0_ / 0.52 / 2
==> critical path: cells and delay by family, from the launching register on <==
kind	cells	cell delay, ns
multiplexers	1	0.47
AND/OR/NAND/NOR	1	0.11
AND-OR/OR-AND	2	0.34
flip-flops	1	0.32
buffers and inverters	1	0.12
==> per-stage QoR <==
step | std cells | instance area (um^2) | hold slack [ns] | total power, W | worst slack (ns)
after CTS | 426 | 2910 | 0.508 | 0.00141 | -0.0935
after detailed placement | 414 | 2750 | 0.490 | 0.000950 | -0.780
after global routing | 426 | 2970 | 0.546 | 0.00147 | -0.116
after global placement | 414 | 2750 | 0.484 | 0.000950 | -0.802
final | 426 | 2970 | 0.519 | 0.00142 | -0.0349
after floorplan | 287 | 2130 | 0.460 | 0.000803 | 0.186
==> cell families after synthesis <==
kind of cell,count (synthesis),share of synthesized area (%)
and+or+nand+nor,120,30.0
DFF,32,30.1
AOI/OAI and AO/OA,102,28.4
buffers and inverters,22,5.76
muxes,11,5.76
==> final cells by class <==
type / instances / share of cell area, %
clock buffers: 6 / 2.44
clock inverters: 1 / 0.168
inverters: 5 / 0.632
multi-input cells: 233 / 49.6
flip-flops and latches: 32 / 21.6
well taps: 70 / 2.95
repair buffers: 79 / 22.6
==> what timing repair did <==
action | CTS | global route
endpoints found under the setup margin | 2 | 2
buffers inserted | 3 | 0
cloned | 2 | 0
resized | 44 | 29
endpoints found under the hold margin | 0 | 0
pin swaps | 11 | 11
==> report_power, final <==
part | leakage [nW] | switching [W] | internal [W]
combinational | 0.755 | 0.000161 | 0.000151
clock | 0.0410 | 0.000215 | 0.000236
sequential | 0.259 | 0.00000725 | 0.000646
Power and IR drop assume default switching activity.
